File: flow/design.v
`timescale 1ns / 1ps
module PIPO(
input [15:0] data, input Ld, clk, output [15:0] out
    );
    reg [15:0] store;
    assign out= store;
    always@(posedge clk) begin
        if (Ld==1)store<=data;
        end 
endmodule
`timescale 1ns / 1ps
module comparator(
input [15:0] A, B, output gt, eq, lt
    );
    assign gt= (A>B)? 1:0;
    assign eq= (A==B)? 1:0;
    assign lt= (A<B)? 1:0;
endmodule
`timescale 1ns / 1ps
module gcd(
    output gt, lt, eq, input clk, sel_in, sel1, sel2, LdA, LdB, input [15:0] data_in
    );
    wire [15:0] A_out, B_out,X,Y,Z, bus;
    PIPO A(bus, LdA,clk, A_out);
    PIPO B(bus, LdB,clk, B_out);
    comparator C1(A_out, B_out, gt, eq, lt);
    subtract S1(X,Y,Z);
    mux X1(sel1, A_out, B_out, X);
    mux Y1(sel2, A_out, B_out, Y);
    mux D1(sel_in, data_in, Z, bus);
endmodule
`timescale 1ns / 1ps
module mux(
input select, input [15:0] in1, in2, output [15:0] out
    );
    assign out= select? in1:in2;
endmodule
`timescale 1ns / 1ps
module subtract(
input [15:0] A, B, output [15:0] out
    );
    assign out = A-B;
endmodule
File: flow/run.sh
#!/bin/bash
# OpenROAD 26Q1-2900-gdf79404cd8, Yosys 0.63+post, stock flow scripts
make -C /OpenROAD-flow-scripts/flow DESIGN_CONFIG=/design/flow/config.mk WORK_HOME=/design/flow/orfs finish
File: flow/config.mk
export PLATFORM = sky130hd
export DESIGN_NAME = gcd
export DESIGN_NICKNAME = gcd
export VERILOG_FILES = /design/flow/design.v
export SDC_FILE = /design/flow/constraint.sdc
export NUM_CORES = 4
export LEC_CHECK = 1
export CORE_UTILIZATION = 40
File: flow/constraint.sdc
current_design gcd

set clk_period 10.8
set clk_io_pct 0.2

create_clock -name clk0 -period $clk_period [get_ports {clk}]

set non_clock_inputs [all_inputs -no_clocks]
set_input_delay [expr $clk_period * $clk_io_pct] -clock clk0 $non_clock_inputs
set_output_delay [expr $clk_period * $clk_io_pct] -clock clk0 [all_outputs]
==> flow_summary_export.csv <==
group,metric,value,unit
outcome,status,"finished, final reports clean",
global_routing,grt_util_met2,30.3,%
clocking,ctsHoldBuffers,0,
synthesis,syn_inst,286,
global_routing,grt_max_degree,31,
timing,min_period,4.88,ns
placement,portBuffers,24,
clocking,clk_path_buf_depth,2,
placement,place_area,3020,um2
synthesis,post-synth-top-count-cell,"nand2_1",
route,n_antenna_cell,0,
clocking,clk_pin_slew,0.07,ns
route,vias,2146,
floorplanning,die_w,84.4,um
global_routing,globalRouteMet3Util,4.38,%
synthesis,synthArstFlopShare,0,%
route,wl_per_cell,15.1,um
route,ant_nets,0,
floorplanning,fp_util,42.1,%
synthesis,ys_warn_count,1,
clocking,cts.sinks,32,
timing,max_freq,0.205,GHz
clocking,clock_latency,0.28,ns
power,p_per_area,183,nW/um2
power,finalPower,567,uW
setup_path,worstSetupPathType,"in -> reg",
power,ir_drop,0.0000671,V
timing,tightest_slew,0.443,ns
floorplanning,die_area,7130,um2
setup_path,crit_path_cell_trace,"clkdlybuf4s50_1, buf_4, mux2i_1, ha_1, inv_1, fa_1, a211oi_1, o21ai_1, a21boi_0, xor2_1, o21ai_0",
timing,final_max_slew_viol_count,0,
route,drt_iter0_drc,73,
synthesis,ys_seq_share,35.3,%
clocking,cts_max_level,2,
timing,grt_setup_unrepaired,"no",
layout,area_delta_synth_final,13.9,%
synthesis,synth_top_area_share,35.3,%
route,routed_wl,5850,um
global_routing,grt_remaining_overflow,0,
synthesis,synth-edff-count,32,
global_routing,grt.total_usage,18.4,%
layout,stdcell_area,3100,um2
timing,setup_viol,0,
clocking,numCtsBuffers,5,
synthesis,yosys_area,2720,um2
flow_run,maxCapViolCount,0,
clocking,cts_resized,0,
global_routing,grt_first_pass_wirelength,9960,um
power,p_leak,0.00131,uW
global_routing,antenna_found_initial,0,
setup_path,cp_max_fo,30,
flow_run,tool_warnings,25,
clocking,cts_setup_buffers,0,
setup_path,max_stage_delay,0.45,ns
route,viasPerCell,5.53,
timing,fin_crit_sh,45.2,%
layout,nFillCells,618,
synthesis,ys_ff,32,
hold_path,hp-class,"reg -> reg",
global_routing,grt_util_met1,26.9,%
placement,hpwl,4430,um
synthesis,synth_top_cell_by_area,"edfxtp_1",
synthesis,ys_top_cells_by_count,"nand2_1, edfxtp_1, ha_1, o21ai_0, inv_1",
global_routing,top_usage_layer,"met2",
synthesis,synth_cell_types,55,
synthesis,syn_area,2720,um2
timing,max_slew_margin,70.5,%
synthesis,yosys_cells,286,
placement,gp_congestion,0.875,
floorplanning,fp-row-count,29,
setup_path,crit_slowest_cell,"clkdlybuf4s50_1",
clocking,cts_root_buf,"clkbuf_8",
setup_path,endpoint_kind,"flop",
synthesis,ys_top_cells_by_area,"edfxtp_1, ha_1, mux2i_1",
timing,setup_tns,0,ns
route,drc_errors,0,
setup_path,path_buffers,3,
timing,hold_viol,0,
route,firstDrtPassIters,4,
setup_path,cp.arrival,4.89,ns
setup_path,crit_family,"AND-OR/OR-AND gates",
synthesis,avgSynthCellArea,9.51,um2
layout,layout-drive-gt1-share,7.72,%
clocking,cts_tree,"done",
setup_path,required,10.81,ns
global_routing,grt_pass1_vias,2090,
setup_path,start_kind,"input port",
floorplanning,core,6460,um2
timing,finalClockSkew,0.00811,ns
synthesis,ff_type,"edfxtp_1",
floorplanning,ios,25,
floorplanning,die_y,84.4,um
-- per-stage QoR --
step           setup WS (ns)  hold WS, ns  instances  utilization [%]
2_1_floorplan           6.34        0.816        286                -
6_report                5.92        0.908        388             48.0
5_1_grt                 5.63        0.950        388             48.0
3_3_place_gp            5.67        0.898        381             46.8
4_1_cts                 5.91        0.909        388             48.0
3_5_place_dp            5.61        0.900        381             46.8
-- layer usage --
| metal | routed length, um | vias up | share of wire [%] |
|---|---|---|---|
| li1 | - | 1108 | - |
| met1 | 2820 | 1001 | 48 |
| met2 | 2700 | 30 | 46 |
| met3 | 256 | 7 | 4.4 |
| met4 | 82 | 0 | 1.4 |
| met5 | 0 | - | 0 |
-- worst min-delay path, stage by stage (launching register included) --
cell      delay, ns
edfxtp_1       0.38
mux2_2         0.16
ha_1           0.13
a21oi_1        0.08
-- cell usage in the layout, fill, tap and decap left out, types with 4 or more instances in the layout --
cell and count:
edfxtp_1 32, nand4_1 4, clkbuf_8 5, buf_4 5
mux2i_1 16, o31ai_1 4, o21ai_0 29, clkdlybuf4s50_1 24
a211oi_1 5, nand3_1 5, a21o_1 5, nand2_1 41
xor2_1 5, a21oi_1 15, inv_1 21, ha_1 31
nor2_1 10
-- final cells by class --
cell class / count / area, um2 / area share, %
clock buffers: 5 / 68.8 / 2.22
clock inverters: 2 / 7.51 / 0.242
well taps: 77 / 96.3 / 3.11
inverters: 22 / 82.6 / 2.67
multi-input cells: 221 / 1600 / 51.8
flip-flops and latches: 32 / 961 / 31.0
repair buffers: 29 / 278 / 8.97
-- kinds of logic (layout without fill, tap and decap cells) --
logic type,count (synthesis),after routing,share of synthesized area [%]
fa+ha+maj,32,32,15.0
simple gates,78,78,13.3
compound gates,85,85,21.4
flops,32,32,35.3
buf+inv,33,58,5.66
mux,18,18,6.72
xor+xnor,8,8,2.58
-- sequential cells by signal, summed over array words and instances (netlist names) --
name	flops
A.store	16
B.store	16
-- power by group --
group	switching, uW	internal (uW)
Sequential	16.2	175
Combinational	163	128
Clock	42.8	42.5
Total	222	345
-- path summary, 6_finish.rpt --
kind | from | end | slack (ns) | cells after the start
hold / removal | B.store[0]$_DFFE_PP_ | A.store[0]$_DFFE_PP_ | 0.91 | 3
setup reg to reg | A.store[0]$_DFFE_PP_ | B.store[8]$_DFFE_PP_ | 8.20 | 9
hold reg to reg | B.store[0]$_DFFE_PP_ | A.store[0]$_DFFE_PP_ | 0.91 | 3
setup / recovery | sel1 | B.store[8]$_DFFE_PP_ | 5.92 | 11
Power is estimated from default activity; no workload was simulated.

<file path="./constraint.sdc">
current_design uart

set clk_period 1.9
set clk_io_pct 0.2

create_clock -name clk0 -period $clk_period [get_ports {clk}]

set non_clock_inputs [all_inputs -no_clocks]
set_input_delay [expr $clk_period * $clk_io_pct] -clock clk0 $non_clock_inputs
set_output_delay [expr $clk_period * $clk_io_pct] -clock clk0 [all_outputs]
</file>
<file path="./config.mk">
export PLATFORM = sky130hd
export DESIGN_NAME = uart
export DESIGN_NICKNAME = uart
export VERILOG_FILES = /design/flow/design.v
export SDC_FILE = /design/flow/constraint.sdc
export NUM_CORES = 4
export LEC_CHECK = 1
export CORE_AREA = 10 10 114 114
export DIE_AREA = 0 0 124 124
</file>
<file path="./run.sh">
#!/bin/bash
# OpenROAD 26Q1-2900-gdf79404cd8, Yosys 0.63+post, stock flow scripts
make -C /OpenROAD-flow-scripts/flow DESIGN_CONFIG=/design/flow/config.mk WORK_HOME=/design/flow/orfs finish
</file>
<file path="./design.v">
`timescale 1ns / 1ps
module uart(input start, clk, input [7:0] in,input receive, output reg Tx, output reg [7:0] Rx);
localparam LOAD = 2'b01,
           SEND = 2'b10,
           IDLE = 2'b00,
           START = 2'b01,
           GENERATE = 2'b10,
           COMPARE = 2'b11;
reg [1:0] select;      
reg par_Tx;
reg [3:0] count;
reg [7:0] out;
reg [1:0] state;
reg [8:0] temp;
reg par_Rx ;
reg resend;
reg [3:0] count1; 
always@ (negedge clk)
begin
if(start) begin
Tx <= 1'b1; 
out <= 0; 
select <= 2'bxx;
end
else begin
	   par_Tx <= in[7]^in[6]^in[5]^in[4]^in[3]^in[2]^in[1]^in[0];
	   select<= LOAD;
	   Tx <=1'b1;
	   count <= 0;
		case (select)
			LOAD: begin out <= in;
			            select <= SEND;
			            Tx <= 1'b0;
			      end
			SEND: begin
			            if(count != 4'b1001) begin
			                 count <= count+1; 
			                 Tx <= out[0];
			                 out <= {par_Tx,out[7:1]};
			                 select <= SEND;
			                 end
			            else Tx <= 1'b1;
			      end 
		endcase
		end
end
always @(negedge clk)
begin
    count1 <= 0;
    state <= IDLE;
    case(state)
    IDLE: begin
        if(!receive)begin
            state <= START;
            temp <= 9'bxxxxxxxxx;
            par_Rx<=1'bx;
            Rx<= 8'bxxxxxxxx;
        end
    end
    START: begin if (count1 != 4'b1001)
                            begin
                            count1 <= count1 + 1;
                            temp[count1]<=receive;
                            state <= START;
                            end
                 else begin
                        par_Rx <= temp[7]^temp[6]^temp[5]^temp[4]^temp[3]^temp[2]^temp[1]^temp[0];     
                        state <= COMPARE;  
                      end   
           end 
    COMPARE: begin 
                if(temp[8]==par_Rx) begin
                                     Rx <= temp;
                                     state <= IDLE;
                                 end
                else begin resend<= 1'b1;
                           Rx <= 8'bxxxxxxxx;
                           state <= IDLE;
                     end
             end
    endcase
end
endmodule
</file>
==> flow_metrics.tcl <==
# metrics dict for downstream scripts
set metrics [dict create \
    drt_iter0_markers 82 \
    place_ws_ps -702 \
    top_layer "met4" \
    peakVddDrop_uv 807 \
    critPathCaptureType "primary output" \
    hold_path_class "reg -> reg" \
    outcome "finished, violations left" \
    clock_sinks 38 \
    required_ps 1520 \
    critPathKind "reg -> out" \
    warning_count 72 \
    numCtsBuffers 5 \
    routedLengthMet1_mm 1.92 \
    ios 20 \
    final_core_util_pct 24.2 \
    viasPerCell 3.93 \
    vias 1465 \
    setup_viol 9 \
    dieWidth_um 124 \
    crit_path_start_kind "flip-flop" \
    path_buffers 1 \
    drt_wl_total_mm 3.99 \
    rsz0062_at_grt "yes" \
    worstMarginPinSlew_ps 564 \
    num_antenna_cells 0 \
    antenna_left 0 \
    fin_cells 373 \
    synthCells 176 \
    drt_pre_antenna_iters 4 \
    track_usage_pct 5.48 \
    gp_congestion 0.866 \
    ys.flops 38 \
    crit_slowest_cell "edfxtp_1" \
    grt-ovfl-total 0 \
    avgRoutedWirePerCell_um 10.7 \
    critPathMaxFanout 1 \
    yosys-top-cells-count "edfxtp_1, dfxtp_1, o21ai_0, a21oi_1, nor2_1" \
    largest_area_cell "edfxtp_1" \
    core_um2 10400 \
    tns_ps -2250 \
    finalClockSkew_ps 9.04 \
    route.met2.wl_mm 1.85 \
    drive_gt1_share_pct 15.6 \
    dpl.hpwl_mm 2.90 \
    synthArstFlopShare_pct 0 \
    cts_tree "built" \
    cts_root_buffer "clkbuf_8" \
    worstPathArrival_ps 1810 \
    rows 37 \
    critical-path-max-stage-delay_ps 380 \
    die_y_um 124 \
    fin_ws_ps -293 \
    drv_slew 0 \
    portBuffers 19 \
    die-area_um2 15400 \
    top_cell_area_share_pct 32.6 \
    power_mw 3.53 \
    hold_ws_ps 448 \
    post-synth-top-count-cell "edfxtp_1" \
    edf_count 21 \
    fp-utilization_pct 18.6 \
    place_area_um2 2310 \
    h-tree-depth 2 \
    syn_area_um2 1940 \
    synthFlopType "edfxtp_1" \
    topCellsByArea "edfxtp_1, dfxtp_1, ha_1, mux2i_1, xnor2_1" \
    ys_cells 176 \
    max_slew_margin_pct 62.2 \
    drc_errors 0 \
    power.density_nw_per_um2 1400 \
    cts_buffer_depth 2 \
    fin_area_um2 2520 \
    dr_wl_met3_um 176 \
    path_cells "buf_2" \
    syn_area_per_cell_um2 11.0 \
    grt_max_degree 17 \
    synth_seq_share_pct 50.1 \
    final-hold-violation-count 0 \
    dp_cells 328 \
    crit_family "flip-flops" \
    p_leak_nw 1.06 \
    ys_area_um2 1940 \
    post_cts_buffers 0 \
    clk_pin_slew_worst_paths_ps 30 \
    drv_cap 0 \
    ys_types 38 \
    grt_pass1_vias 1588 \
    failed_checks "setup timing" \
    yosysWarnings 1 \
    antenna_found_initial 0 \
    grt_pass1_wl_mm 6.87 \
    area_growth_syn_to_layout_pct 30.0 \
    insertion_delay_ps 350 \
]
==> flip-flops by register name (all words and copies together), names as in the netlist <==
name / flops
Tx: 1
par_Tx: 1
out: 8
state: 2
count: 4
select: 2
count1: 4
Rx: 8
temp: 8
==> cell usage in the layout (no fill, tap or decap), types with 2 or more instances in the layout <==
cell type | netlist | layout
inv_1 | 8 | 44
edfxtp_1 | 21 | 21
dfxtp_1 | 17 | 16
o21ai_0 | 12 | 12
buf_2 | 1 | 10
nor2_1 | 9 | 9
a21oi_1 | 9 | 9
mux2i_1 | 8 | 8
or3_1 | 8 | 8
ha_1 | 8 | 8
clkdlybuf4s15_1 | 0 | 8
xnor2_1 | 8 | 7
nand2b_1 | 8 | 7
o22ai_1 | 7 | 7
buf_4 | 1 | 7
clkbuf_8 | 0 | 5
nand3b_1 | 4 | 4
nand2_1 | 4 | 4
nor4b_1 | 4 | 4
nand4_1 | 4 | 4
xor2_1 | 3 | 3
nor3_1 | 3 | 2
o31ai_1 | 2 | 2
nor4_1 | 3 | 2
a21o_1 | 3 | 2
nand3_1 | 2 | 2
==> power breakdown <==
part           switching (mW)  internal, mW
clock                   0.475         0.494
sequential              0.146          1.20
combinational           0.693         0.523
==> metal layers <==
metal  GRT usage [%]  vias to the layer above
met5               0                        -
met4            2.45                        0
met3            2.57                        5
met2            8.11                       25
met1            6.74                      662
li1                -                      773
==> cells by family (layout without fill, tap and decap cells) <==
logic type | after synthesis | in the layout | share of synthesized area (%)
DFF | 38 | 38 | 50.1
xor gates and xnor gates | 11 | 11 | 4.97
AOI/OAI and AO/OA | 37 | 37 | 12.1
and+or+nand+nor | 55 | 55 | 17.5
adders and majority gates | 8 | 8 | 5.17
buffers and inverters | 18 | 79 | 5.36
muxes | 9 | 9 | 4.72
==> area by class of cell <==
cell class                 instances  area [µm²]
multi-input combinational        120         902
tap                              136         170
timing repair buffer              26         193
sequential                        38         972
inverter                           7        26.3
fill                            1107        7900
clock inverter                    41         186
clock buffer                       5        68.8
==> worst paths after layout <==
check	start	to	slack (ps)	cells past startpoint
worst min register to register	temp[1]$_DFFE_NP_	Rx[1]$_DFFE_NP_	450	0
worst max-delay path	Rx[1]$_DFFE_NP_	Rx[1]	-290	1
worst min-delay path	temp[1]$_DFFE_NP_	Rx[1]$_DFFE_NP_	450	0
worst max register to register	count1[0]$_SDFF_NN0_	temp[0]$_DFFE_NP_	120	5
==> what timing repair did <==
item,in CTS,in global routing
setup endpoints to repair,47,18
pin swaps,6,4
gates resized,46,6
hold buffers,0,0
No activity file was given, so power comes from the tool's default toggle rates.
